==> flow/design.v <==
module RAM (
    input i_clk,                 
    input i_rst,                 
    input i_write_en,            
    input [2:0] i_addr,          
    input [7:0] i_write_data,
    output reg [7:0] o_read_data 
);
    reg [7:0] mem [0:7];      
    always @(posedge i_clk) begin
        if (i_rst) begin
            mem[0] <= 8'b0;
            mem[1] <= 8'b0;
            mem[2] <= 8'b0;
            mem[3] <= 8'b0;
            mem[4] <= 8'b0;
            mem[5] <= 8'b0;
            mem[6] <= 8'b0;
            mem[7] <= 8'b0;
        end 
        else begin
            if (i_write_en)
                mem[i_addr] <= i_write_data;  
            else
                o_read_data <= mem[i_addr];   
        end
    end
endmodule
==> flow/run.sh <==
#!/bin/bash
# OpenROAD 26Q1-2900-gdf79404cd8, Yosys 0.63+post, stock flow scripts
make -C /OpenROAD-flow-scripts/flow DESIGN_CONFIG=/design/flow/config.mk WORK_HOME=/design/flow/orfs finish
==> flow/config.mk <==
export PLATFORM = sky130hd
export DESIGN_NAME = RAM
export DESIGN_NICKNAME = RAM
export VERILOG_FILES = /design/flow/design.v
export SDC_FILE = /design/flow/constraint.sdc
export NUM_CORES = 4
export LEC_CHECK = 1
export CORE_UTILIZATION = 30
==> flow/constraint.sdc <==
current_design RAM

set clk_period 4.6
set clk_io_pct 0.2

create_clock -name clk0 -period $clk_period [get_ports {i_clk}]

set non_clock_inputs [all_inputs -no_clocks]
set_input_delay [expr $clk_period * $clk_io_pct] -clock clk0 $non_clock_inputs
set_output_delay [expr $clk_period * $clk_io_pct] -clock clk0 [all_outputs]
==> design notes <==
The routed design shows a wire length per standard cell of 16.79 um. The average cell area after synthesis was 15.49 um^2; the detailed-routing iteration count for the pre-antenna-repair pass was 4. The worst hold path passes through 2 cells.

STA classifies the critical path endpoint as a flip-flop. The maximum number of pins on one net before global-route repair came out at 17. Per the skew report, the later register of the worst-skew pair sees a clock latency of 0.34 ns. The longest clock path from root to sink contains 2 buffers. The highest attainable clock frequency was 0.3188 GHz.

Setup repair after global routing left no endpoint under its margin. The number of slew-limit violations in the final report was 0. With fillers left out, the area of the finished cells amounts to 3781 um^2. Leaving out fill and tap cells, the most frequent cells in the layout are edfxtp_1 (72), and2_1 (65), nand2_1 (22), clkdlybuf4s50_1 (21), mux4_2 (14). The combined buffer and inverter count along the critical path is 1, and the worst path required time is 4.59 ns.

The cell area that synthesis handed to floorplanning was 3238 um^2. The setup check on the worst reg-to-reg path leaves a slack of 3.34 ns. For this run, the register share of the synthesized area comes to 66.77%. Across the run, the number of max-cap violations was 0. Buffers placed on the I/O ports in this run total 21. The run gives 209 for the number of cell instances after yosys synthesis.

The number of top-level pins is 22. The master of the slowest instance on the critical path is clkdlybuf4s50_1. After layout, the minimum clock period comes to 3.137 ns. The antenna violation net count after detailed routing came out at 0.

For hold timing, the worst endpoint is o_read_data[2]. The horizontal die dimension is 105.9 um, and the vertical extent of the die is 105.9 um. The master cell of the clock root buffer was clkbuf_8.

After synthesis the netlist holds a flip-flop and latch count of 72. Per the OpenROAD power report, leakage power amounts to 0.001307 uW. The kind of cell with the highest combined delay along the critical path is simple AND/OR/NAND/NOR gates.

The number of different library cells in the post-synthesis netlist is 23, and the global-route usage over all layers is 13.09%. Listed in order, past its start point the critical path passes clkdlybuf4s50_1 -> nand2b_1 -> nor2_1 -> or2_1. The tools report the number of resized instances in the post-cts repair step as 0. After its last routability iteration, the placer logged a weighted congestion of 0.8420. The logs give a warning total of 25. Area growth from synthesis to layout: 16.77%. The path depth of the worst reg2reg path was 3; the critical path arrival was 3.13 ns. With the global-route wire length before repair at 10050 um, the number of cell rows is 37.

Hold-check failures listed in the final report amount to 0. Via density per instance: 4.521. Summing all placed instances gives a cell area of 3595 um^2.

Looking at the post-CTS report, the setup buffer insertion count equals 0. The type of the tightest min-delay check is flip-flop to flip-flop. The run gives 1 as the count of yosys warnings during synthesis. The flow ran to the end, and the final reports show no timing, DRC or antenna violations. The post-cts hold-fix buffer tally was 0. The capture point of the worst register-to-register path is recorded as o_read_data[6]. The worst path uses 68.19% of the clock period. Worst min-delay path startpoint: mem[0][2]. The tools report the detailed-placement wirelength estimate as 4496 um. According to the floorplan report, the placeable core area is 10420 um^2.

The H-tree was split into 3 levels. The highest supply drop recorded on VDD is 158.0 uV. With the via count of the first global-routing pass at 1807, the antenna cell count is 0.

The run gives 0.8294 ns for the measured slew at the worst slew-check pin. The run gives 0 as the number of antenna violations at the first check in global routing. The DRC violation total left in the routed layout is recorded as 0.

The share of the core area taken by cells at floorplan is 31.09%. For this run the aggregate overflow at the end of global routing stands at 0. After floorplanning, the die was sized to cover 11210 um^2.

Per the TritonCTS log, the buffer count is 9. The largest incremental delay on the critical path was 0.83 ns. The total chip power came out at 1354 uW.

Of the cells placed in the final design, the portion with a size suffix greater than 1 is 19.83%. For the worst reg-to-reg path, the startpoint reported by OpenROAD is mem[7][6]. The run gives 0.004228 ns for the largest clock skew in the final design. TritonCTS built the clock tree. The final layout reports a setup TNS of 0 ns.

Wires add up to 6347 um. The run gives 44.53% as the worst max-slew margin expressed relative to the limit. For the chip area line of the yosys report, the log shows 3238 um^2. Counting only logic cells after layout, the most numerous master is edfxtp_1. The largest driver fanout on the critical path was 16; the clock-pin slew on the worst setup and hold paths was 0.07 ns.

Per the summary, power density relative to cell area is 358.1 nW/um^2. The worst setup path is of the input pin to flip-flop kind. The final report lists the setup-violating endpoint count as 0. The tools report the startpoint type of the worst setup path as an input pin. The cell count after synthesis came out at 209.

The run gives 72 as the clock sink total. The run gives 1709 for the routed via count. The detailed router finished its first iteration with 58 violations.
-- sequential cells by signal, summed over array words and instances (netlist names) --
register     flops
mem             64
o_read_data      8
-- worst register-to-register path: stages (launching register included) --
cell and delay [ns]:
edfxtp_1 0.35, mux4_2 0.49, nand2_1 0.09, nand2_1 0.08
-- synth_stat cells --
library cell  count  area, um^2
a221oi_1          2       17.52
nor2_1            4       15.01
buf_4             4       30.03
nand2_1          22       82.58
nor3_2            1       10.01
or3b_4            1       11.26
buf_2             1       5.000
clkbuf_1          1       3.750
nand2b_1          2       12.51
or2_1             1       6.260
mux2_2            1       11.26
nor2_2            2       12.51
and2_1           65       406.6
nand3b_4          1       20.02
edfxtp_1         72        2162
o211ai_1          1       7.510
nor2_4            2       22.52
or2_2             8       50.05
o221ai_1          1       8.760
mux4_2           14       315.3
nor3_4            1       16.27
nand3b_1          1       7.510
inv_2             1       3.750
-- layout make-up --
| cell class | count | area, um^2 |
|---|---|---|
| clock inverters | 7 | 62.56 |
| flip-flops and latches | 72 | 2162 |
| multi-input cells | 130 | 1033 |
| well taps | 136 | 170.2 |
| clock buffers | 9 | 123.9 |
| inverters | 1 | 3.754 |
| fillers | 983 | 6635 |
| repair buffers | 23 | 225.2 |
-- through the flow --
step	cells	utilization [%]	hold slack [ns]	setup slack (ns)
3_5_place_dp	362	34.51	0.6383	1.116
4_1_cts	378	36.30	0.6633	1.486
2_1_floorplan	209	-	0.6013	2.507
5_1_grt	378	36.30	0.6858	1.348
3_3_place_gp	362	34.51	0.6569	1.111
6_report	378	36.30	0.6644	1.463
-- per-layer routing --
metal / GRT usage, % / share of wire [%] / up-vias
met4: 2.083 / 2.0 / 0
li1: - / - / 821
met5: 0 / 0 / -
met2: 20.63 / 49 / 58
met1: 17.47 / 40 / 821
met3: 6.316 / 8.5 / 9
-- kinds of logic after synthesis --
group | after synthesis | share of synthesized area [%]
flops | 72 | 66.77
compound gates | 4 | 1.044
mux | 15 | 10.08
simple gates | 111 | 20.79
buf+inv | 7 | 1.313
-- where the power goes --
group / switching (uW) / total [uW] / internal (uW) / leakage [uW]
clock network: 227 / 471 / 244 / 0.0000901
logic: 56.0 / 108 / 51.8 / 0.000527
registers: 11.5 / 775 / 763 / 0.000690
-- worst max path at each step --
stage | startpoint | slack [ns] | depth (start not counted) | endpoint
4_1_cts | i_addr[1] | 1.49 | 4 | mem[5][5]
5_1_grt | i_addr[1] | 1.35 | 4 | mem[5][4]
6_report | i_addr[1] | 1.46 | 4 | mem[5][5]
Power and IR drop assume default switching activity.
